## design/flow/design.v

```verilog
module PrefetchBuffer(	input 			clk, 	 
						rst, 	 
			input[15:0]		inst1,	 
			input[15:0]		inst2,	 
			input			write,	 
			input			stall_flg,
			input[31:0]		PC_in,
			output reg		enable,
			output reg		read,
			output reg[31:0]	PC_out,
			output reg[15:0]	inst	 
	  );
	reg[15:0]	inst_mem;
	always @(posedge clk)
	begin
		enable <= ~enable;
		if(write === 1) 
		begin 
			PC_out		<= PC_in;
			inst		<= inst1;
			inst_mem 	<= inst2;
		end
		else
			inst	<= inst_mem;
	end
	always @(posedge rst)
	begin
		enable <= 1;
		read   <= 1;
	end
endmodule
```

## design/flow/run.sh

```bash
#!/bin/bash
# OpenROAD 26Q1-2900-gdf79404cd8, Yosys 0.63+post, stock flow scripts
make -C /OpenROAD-flow-scripts/flow DESIGN_CONFIG=/design/flow/config.mk WORK_HOME=/design/flow/orfs finish
```

## design/flow/config.mk

```make
export PLATFORM = sky130hd
export DESIGN_NAME = PrefetchBuffer
export DESIGN_NICKNAME = PrefetchBuffer
export VERILOG_FILES = /design/flow/design.v
export SDC_FILE = /design/flow/constraint.sdc
export NUM_CORES = 4
export LEC_CHECK = 1
export CORE_UTILIZATION = 50
```

## design/flow/constraint.sdc

```tcl
current_design PrefetchBuffer

set clk_period 1.5
set clk_io_pct 0.2

create_clock -name clk0 -period $clk_period [get_ports {clk}]
create_clock -name clk1 -period $clk_period [get_ports {rst}]

set non_clock_inputs [all_inputs -no_clocks]
set_input_delay [expr $clk_period * $clk_io_pct] -clock clk0 $non_clock_inputs
set_output_delay [expr $clk_period * $clk_io_pct] -clock clk0 [all_outputs]
```

==> GITHUB_STEP_SUMMARY <==
### Metrics collected by this job

| Metric | Value |
|---|---|
| IO Port Bufs | approximately 110 |
| CTS buffer count | 9 |
| Longest Clk Path Bufs | 2 |
| Netlist cell types | 8 |
| Post-Synth Adder-Cell Area | 0 |
| Compound Share, Synth | 0 |
| Synthesized instance count | 85 |
| Synth mux share | 0.107 |
| DPL Wire Length | around 3800 microns |
| Chip height | roughly 66 microns |
| Fp_density | 0.538 |
| Stop err | [ERROR DPL-0036] Detailed placement failed. |
| CTS Sinks | approximately 64 |
| IO Pins | between 100 and 150 |
| Chip area line of the yosys report | ~2000 sq um |
| Ys flops | about 64 |
| Sequential area share after synthesis | 0.868 |
| Status | stopped before the end |
| Cell Rows | 22 |
| Top comb family, area | multiplexers |
| Clock root cell | clkbuf_8 |
| Simple share | 0 |
| Syn_area_per_cell | 23.9 sq um |
| H-tree depth | 3 |
| Mapped cell area | between 2000 and 2500 sq um |
| Warnings, synthesis | 3 |
| Last stage | clock tree synthesis |
| Die width | 65.7 microns |
| Xor+xnor area frac | 0 |
| Yosys cell count | between 80 and 90 |
| GPL Wtd Cong | a little over 0.7 |
## stage by stage
stage | hold slack, ps | std cells | setup slack (ps) | power (uW) | cell area, sq um
after floorplan | 399 | 86 | 543 | 2180 | 2030
after global placement | 453 | 245 | 370 | 2570 | 3210
after detailed placement | 460 | 245 | 329 | 2600 | 3210
## kinds of logic after synthesis
family | after synthesis
multiplexers | 16
buffers and inverters | 4
flip-flops | 64
other | 1
## cells in the mapped netlist
cell type	instances	share of area
conb_1	1	0.0018
buf_6	1	0.0055
buf_12	1	0.0099
mux2_2	6	0.033
edfxtp_1	48	0.71
dfxtp_1	16	0.16
buf_4	2	0.0074
mux2_4	10	0.074
Power is estimated from default activity; no workload was simulated.
