`./run.sh`:
```
#!/bin/bash
# OpenROAD 26Q1-2900-gdf79404cd8, Yosys 0.63+post, stock flow scripts
make -C /OpenROAD-flow-scripts/flow DESIGN_CONFIG=/design/flow/config.mk WORK_HOME=/design/flow/orfs finish
```
`./config.mk`:
```
export PLATFORM = sky130hd
export DESIGN_NAME = Registers
export DESIGN_NICKNAME = Registers
export VERILOG_FILES = /design/flow/design.v
export SDC_FILE = /design/flow/constraint.sdc
export NUM_CORES = 4
export LEC_CHECK = 1
export CORE_UTILIZATION = 30
```
`./constraint.sdc`:
```
current_design Registers

set clk_period 2.9
set clk_io_pct 0.2

create_clock -name clk0 -period $clk_period [get_ports {clk}]

set non_clock_inputs [all_inputs -no_clocks]
set_input_delay [expr $clk_period * $clk_io_pct] -clock clk0 $non_clock_inputs
set_output_delay [expr $clk_period * $clk_io_pct] -clock clk0 [all_outputs]
```
`./design.v`:
```
module Registers(	input 			clk,	  
						rst,	  
			input[2:0] 		rs1,	  
						rs2,	  
						rd,	  
			input[15:0]		data_in,  
			input			write_reg,	  
			output reg[15:0]	reg1data,
						reg2data
		);
		reg [15:0] registers[7:0];  
		reg [2:0] rd_last;  
		integer index = 0;
		always @ (posedge clk or posedge rst)
		begin
			if (rst == 1)
			begin
				rd_last <= 0;
				for( index=0; index<=7; index = index + 1)
				begin
					registers[index] <= 16'b0000_0000_0000_0000;
			end	
			end
			else
			begin
				if (write_reg == 1)
				begin
					registers[rd_last] <= data_in;
				end
				rd_last <= rd;
				reg1data <= registers[rs1];  
				reg2data <= registers[rs2];  
			end
		end
endmodule
```
==> run summary <==
HPWL after DPL = 13.3 mm
Slew headroom = 43.4%
Yosys reg bits = 163
Xor/xnor share = 0%
Vias/cell = 5.24
Core area = 0.0270 mm²
I/O Buffers = 59
WP data required = 3.21 ns
Yosys cell count = 665
Clock Skew = 0.00593 ns
# H-tree levels = 4
Share of cells above drive strength 1 = 27.1%
Synth Area in Simple Gates = 8.02%
Internal = 4940 µW
DIE AREA = 0.0283 mm²
PD cells = 682 mW/mm²
Number of routed nets with antenna violations = 0
Floorplan utilization = 30.6%
Max-area cell share = 39.6%
Hold slack = 0.452 ns
CTS buffer count = 17
Top area cell types = dfrtp_1, mux2_2, edfxtp_1
All-Layer GR Usage = 16.4%
Vias = 5,653
Largest net degree at the start of global routing = 41
Cts hold-fix bufs = 0
Switching power = 1770 µW
Clock share of power = 34.9%
Worst-path clk slew = 0.06 ns
Clock tree buffer depth = 2
Wire per inst = 19.9 µm
Antenna violations before repair = 0
Logic family by area = multiplexers
Clock latency (worst-skew pair) = 0.42 ns
Post_cts resized = 0
RSZ-0062 raised after global routing = false
Netlist Area Pre-Place = 0.00828 mm²
Top cell excl fill/tap = dfrtp_1
Drt drc = 0
Std cell rows = 60
Post-Route WL = 21.5 mm
Synthesized area per cell = 12.4 µm²
Layout area overhead = 18.8%
Number of global-route vias before repair = 5,693
Synth Seq Share = 51.2%
Most frequent cells in the layout = dfrtp_1, mux2_2, clkdlybuf4s50_1
Die W = 168 µm
Initial DRC Count = 351
Post-Place Setup Slack = 0.479 ns
Syn Inst Count = 665
Final Setup Violations = 0
Synth area leader = dfrtp_1
Multiplexer share = 21.9%
Status = complete, no violations
Fin crit share = 73.7%
Share of total power in combinational logic = 18.5%
Cell variety after synth = 44
CTS root buf = clkbuf_16
Compound-Gate Fraction of Synth Area = 13.8%
Worst-Margin Slew = 0.849 ns
CTS tree = yes
Final Max Tran Viols = 0
Synthesis warning total = 2
Startpoint type of the worst setup path = flop
Crit-path max FO = 11
CP Class = reg -> reg
Global-route wire length before repair = 34.4 mm
First-pass iteration count of the detailed router = 6
Area reported by Yosys stat = 0.00828 mm²
Worst Path Arrival = 2.44 ns
Filler instances = 2,573
Final hold vios = 0
Antenna diodes = 0
CP Capture Type = flop
Sw Share = 26.4%
Final global-route overflow total = 0
Leak = 0.00402 µW
Synth Area in Adders = 0%
CTS Sinks = 163
Final Critical Period = 2.14 ns
Sequential Power Share = 46.6%
Peak Freq = 468 MHz
Final WS setup = 0.763 ns
Die H = 168 µm
Gpl congestion = 0.823
Top-Level Pins = 60
Max cap viols = 0
Worst min path class = in -> async
Number of logged tool warnings = 26
Post-CTS setup buffers = 0
VDD IR max = 331 µV
## power groups by stage
stage,registers [µW],clock network (µW),logic (µW)
finish,3120,2340,1240
global route,3190,2500,1370
CTS,3120,2390,1250
## cells by family after synthesis
| group | after synthesis |
|---|---|
| simple gates | 113 |
| flops | 163 |
| mux | 159 |
| compound gates | 157 |
| buf+inv | 73 |
## flip-flops by register name (all words and copies together) (netlist names)
| register | cells |
|---|---|
| reg2data | 16 |
| reg1data | 16 |
| rd_last | 3 |
| registers | 128 |
## metal layers
layer / GRT usage, % / share of wire (%) / vias up
met1: 25.5 / 46 / 2827
met3: 4.60 / 8.0 / 15
li1: - / - / 2600
met5: 0 / 0 / -
met2: 24.5 / 45 / 211
met4: 1.46 / 1.1 / 0
## path summary, 6_finish.rpt
check                                start               end  slack (ns)  cells after the start
max in group asynchronous              rst  registers[2][10]        1.38                      5
setup reg to reg                rd_last[0]   registers[7][1]        0.76                      3
min in group clk0          registers[1][3]   registers[1][3]        0.52                      1
hold reg to reg            registers[1][3]   registers[1][3]        0.52                      1
hold / removal                         rst        rd_last[2]        0.45                      2
setup / recovery                rd_last[0]   registers[7][1]        0.76                      3
## layout make-up
| type | count | area (µm²) | share of cell area (%) |
|---|---|---|---|
| clock inverter | 11 | 153 | 1.55 |
| multi-input combinational | 429 | 3620 | 36.8 |
| timing repair buffer | 93 | 858 | 8.73 |
| inverter | 20 | 78.8 | 0.801 |
| sequential | 163 | 4240 | 43.1 |
| clock buffer | 21 | 460 | 4.68 |
| tap | 341 | 427 | 4.34 |
## stage by stage
step	area, µm²	TNS, ns	instances	power [µW]	utilization, %
6_report	9840	0	1078	6700	36.4
2_1_floorplan	8280	-21.59	665	3960	-
3_5_place_dp	9220	0	1046	4400	34.1
4_1_cts	9840	0	1078	6760	36.4
5_1_grt	9840	0	1078	7070	36.4
3_3_place_gp	9220	0	1046	4380	34.1
## synthesized netlist by cell type (all sizes together)
cell / count
a22o: 1
a21boi: 1
nand3: 2
clkbuf: 10
and2b: 1
nand4: 1
o21ai: 20
nand3b: 2
a21oi: 33
or3: 2
nand2: 26
mux4: 2
a221oi: 26
a211oi: 3
dfrtp: 131
nor3: 2
o22ai: 2
o2bb2ai: 12
nor2b: 19
o22a: 15
edfxtp: 32
and2: 1
o32a: 2
nand2b: 19
a21o: 13
buf: 43
nor2: 33
o32ai: 1
inv: 20
mux2i: 33
a22oi: 15
a311oi: 13
mux2: 124
nor3b: 2
nand4b: 3
## worst max-delay path, stage by stage (launching register included)
cell     delay (ns)
dfrtp_1        0.68
nand4_2        0.67
buf_4          0.40
mux2_2         0.27
Power and IR drop assume default switching activity.
