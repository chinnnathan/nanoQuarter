### config.mk
export PLATFORM = sky130hd
export DESIGN_NAME = PCMUX
export DESIGN_NICKNAME = PCMUX
export VERILOG_FILES = /design/flow/design.v
export SDC_FILE = /design/flow/constraint.sdc
export NUM_CORES = 4
export LEC_CHECK = 1
export CORE_AREA = 10 10 71 71
export DIE_AREA = 0 0 81 81
### design.v
module PCMUX(	input[31:0]		PC_in,  	 
		input[31:0]		PCNI,		 
		input			stall_flg,	 
		output reg[31:0]	PC_out		 
	  );
	always @(*)
	begin
		if (stall_flg == 1)
			PC_out = PC_in;
		else
			PC_out = PCNI;
	end
endmodule
### constraint.sdc
current_design PCMUX

set clk_period 1.0
set clk_io_pct 0.2

create_clock -name clk0 -period $clk_period

set non_clock_inputs [all_inputs -no_clocks]
set_input_delay [expr $clk_period * $clk_io_pct] -clock clk0 $non_clock_inputs
set_output_delay [expr $clk_period * $clk_io_pct] -clock clk0 [all_outputs]
### run.sh
#!/bin/bash
# OpenROAD 26Q1-2900-gdf79404cd8, Yosys 0.63+post, stock flow scripts
make -C /OpenROAD-flow-scripts/flow DESIGN_CONFIG=/design/flow/config.mk WORK_HOME=/design/flow/orfs finish
==> reports/results.env <==
RUN_STATUS='finished, violations left'
VIOLATIONS='setup timing'
POSTROUTEANTENNANETS=0
LAYOUT_WORST_PATH_CYCLE_SHARE=1.179
DETAIL_ROUTE.ITER0.VIOLATIONS=2
DP_WORST_SETUP_SLACK_NS=-0.5123
BOUNDARYPINS=97
SYNTHDISTINCTLIBCELLS=4
CELLLEAKAGEPOWER_nW=0.8722
CP_MAX_FO=6
GRT_MAX_DEGREE=11
NUMBER_OF_STANDARD_CELL_ROWS_IN_THE_FLOORPLAN=22
FINAL.SETUP.TNS_NS=-3.304
IRDROPWORSTVDD_V=0.0001688
FINALWORSTPATHREQUIREDPERIOD_NS=1.179
YOSYSWARNINGCOUNT=1
FINALWORSTSETUPSLACK_NS=-0.1791
DRCVIOLATIONCOUNT=0
CRITICAL_PATH_CLASS='in -> out'
PLACEDINSTANCEAREA_SQ_MM=0.001539
CP-START-KIND='input pin'
INITIAL_ANTENNA_VIOLATION_COUNT=0
CP_DATA_REQUIRED_TIME_NS=0.80
SYNTH_SEQ_SHARE=0
P_SW_mW=0.1371
WORSTHOLDPATHTYPE='in -> out'
SYN2LAYOUT_AREA_GROWTH_PCT=192.2
GLOBAL_ROUTE_WIRE_LENGTH_BEFORE_REPAIR_UM=4140
WORST-SLEW-PIN-TRANSITION_NS=0.08696
CRIT_PATH_TOP_DELAY_CELL='mux2_4'
ANTENNA_DIODES=0
DRT_PASS1_ITERATIONS=2
YOSYSCHIPAREA_SQ_UM=544.3
TOOL_WARNINGS=34
TIMING.CRITICAL_PATH.BUF_INV=4
PER_CELL_ROUTED_WIRE_LENGTH_UM=15.39
SYN_INST=36
P_SW_FRAC=0.2197
PLACE.PORT_BUFFERS=97
FP_UTIL=0.1498
CRITPATHCAPTURETYPE='output pin'
POST_CTS_HOLD_BUFFER_COUNT=0
GP_CONGESTION=0.8322
GRT_USAGE=0.07789
NCLKBUFFERS=0
NFLOPSANDLATCHES=0
REPORT.FINAL.SLEW_VIOL_COUNT=0
DETAIL_ROUTE.VIAS_PER_CELL=3.824
SYN-MEAN-INSTANCE-AREA_SQ_UM=15.12
DESIGN.CORE.AREA_SQ_MM=0.003633
FLOP_AREA_SQ_UM=0
YS_CELLS=36
FIN_WORST_HOLD_SLACK_NS=0.6905
VIA_COUNT_OF_THE_FIRST_GLOBAL_ROUTING_PASS=764
TIMING.CRITICAL_PATH.CELLS='buf_12, buf_12, buf_12, mux2_4, buf_6'
SEQUENTIALPOWERSHARE=0
FINAL_CELL_AREA_SQ_MM=0.001590
FINALSETUPVIOLATIONS=32
WORST_SLEW_MARGIN_REL=0.9420
POST_ROUTE_CELLS_DRIVE_ABOVE_1_SHARE=0.5396
SYNTH_AREA_SQ_UM=544.3
DATA_ARRIVAL_TIME_OF_THE_CRITICAL_PATH_NS=0.98
CRITICAL_PATH.MOST_COMMON_CELL='buf_12'
DIE_AREA_SQ_MM=0.006561
CRITICAL_PATH.MAX_STAGE_DELAY_NS=0.29
CP_TOP_FAMILY='buffers and inverters'
RSZ0062_AT_GRT='yes'
PWR-SHARE-COMB=1.000
ROUTE.FINAL.WIRE_LENGTH_UM=2877
GRT_OVERFLOW_TOTAL=0
HPWL_UM=2496
PINT_mW=0.4867
POWERDENSITY_mW_PER_MM2=392.3
FP.DIEH_UM=81
DIE_WIDTH_UM=81
PWR-SHARE-CLK=0
TIMING.MAX_CAP.VIOLATIONS=0
FINAL_HOLD_VIOL_COUNT=0
FMAX_MHz=848.1
ROUTED-VIA-COUNT=715
## repair_timing
| action | 4_1_cts | 5_1_grt |
|---|---|---|
| setup buffers | 5 | 1 |
| gates cloned | 2 | 0 |
| endpoints found under the setup margin | 32 | 32 |
| resized | 171 | 10 |
## layout by cell type, fill, tap and decap left out, drive strengths merged
cell	netlist	final
dlymetal6s2s	0	4
buf	4	43
clkdlybuf4s50	0	9
mux2	32	32
dlygate4sd2	0	51
## metrics by stage
stage               std cells  power (mW)  utilization
floorplan                  36      0.2063            -
global placement          179      0.6563       0.4236
detailed placement        179      0.6606       0.4236
CTS                       186      0.6140       0.4232
global route              187      0.6658       0.4377
finish                    187      0.6238       0.4377
## power groups by stage
stage	Sequential (mW)	Combinational (mW)	Clock (mW)
after CTS	0	0.614	0
after global routing	0	0.666	0
final	0	0.624	0
## kinds of logic after synthesis
kind of cell	count (synthesis)	synth area share
mux	32	0.8690
buf+inv	4	0.1310
## cell type report
class | instances | area [sq um]
fill | 357 | 2043
multi-input combinational | 32 | 476.7
tap | 48 | 60.06
timing repair buffer | 107 | 1054
## per-layer routing
metal / part of all wire / up-vias / GRT usage
met1: 0.37 / 320 / 0.09026
met3: 0.12 / 0 / 0.02784
met5: 0 / - / 0
met4: 0 / 0 / 0
met2: 0.50 / 50 / 0.1425
li1: - / 345 / -
## worst paths after layout
check                     start    endpoint  slack, ns  depth (start not counted)
worst min-delay path  PC_in[29]  PC_out[29]       0.69                          3
worst max-delay path  stall_flg   PC_out[4]      -0.18                          5
## cell usage after synthesis
library cell	number	area (sq um)
buf_12	3	60.06
buf_6	1	11.26
mux2_2	2	22.52
mux2_4	30	450.4
Power and IR drop assume default switching activity.
